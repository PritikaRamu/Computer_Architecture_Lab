[flow/run.sh]
#!/bin/bash
# OpenROAD 26Q1-2900-gdf79404cd8, Yosys 0.63+post, stock flow scripts
make -C /OpenROAD-flow-scripts/flow DESIGN_CONFIG=/design/flow/config.mk WORK_HOME=/design/flow/orfs finish
[flow/config.mk]
export PLATFORM = sky130hd
export DESIGN_NAME = mainController
export DESIGN_NICKNAME = mainController
export VERILOG_FILES = /design/flow/design.v
export SDC_FILE = /design/flow/constraint.sdc
export NUM_CORES = 4
export LEC_CHECK = 1
export CORE_AREA = 10 10 70 70
export DIE_AREA = 0 0 80 80
[flow/constraint.sdc]
current_design mainController

set clk_period 2.8
set clk_io_pct 0.2

create_clock -name clk0 -period $clk_period

set non_clock_inputs [all_inputs -no_clocks]
set_input_delay [expr $clk_period * $clk_io_pct] -clock clk0 $non_clock_inputs
set_output_delay [expr $clk_period * $clk_io_pct] -clock clk0 [all_outputs]
[flow/design.v]
	module mainController(
		input [5:0] opcode ,
		input [3:0] state,
		output PCWrite ,
		output PCWriteCond,
		output IorD,
		output MemRead,
		output MemWrite,
		output IRWrite,
		output MemToReg,
		output PCSource1,
		output PCSource0,
		output ALUOp1,
		output ALUOp0,
		output ALUSrcB1,
		output ALUSrcB0,
		output ALUSrcA,
		output RegWrite,
		output RegDst,
		output [3:0] NS);
		wire [16:0] ands;
		assign ands[0] = ((~state[0]) & (~state[1]) & (~state[2]) & (~state[3]) );
		assign ands[1] = ((state[0]) & (~state[1]) & (~state[2]) & (~state[3]) );
		assign ands[2] = ((~state[0]) & (state[1]) & (~state[2]) & (~state[3]) );
		assign ands[3] = ((state[0]) & (state[1]) & (~state[2]) & (~state[3]) );
		assign ands[4] = ((~state[0]) & (~state[1]) & (state[2]) & (~state[3]) );
		assign ands[5] = ((state[0]) & (~state[1]) & (state[2]) & (~state[3]) );
		assign ands[6] = ((~state[0]) & (state[1]) & (state[2]) & (~state[3]) );
		assign ands[7] = ((state[0]) & (state[1]) & (state[2]) & (~state[3]) );
		assign ands[8] = ((~state[0]) & (~state[1]) & (~state[2]) & (state[3]) );
		assign ands[9] = ((state[0]) & (~state[1]) & (~state[2]) & (state[3]) );
		assign ands[10] = ((state[0]) & (~state[1]) & (~state[2]) & (~state[3]) & (~opcode[0]) & (opcode[1]) & (~opcode[2]) & (~opcode[3]) & (~opcode[4]) & (~opcode[5]) );
		assign ands[11] = ((state[0]) & (~state[1]) & (~state[2]) & (~state[3]) & (~opcode[0]) & (~opcode[1]) & (opcode[2]) & (~opcode[3]) & (~opcode[4]) & (~opcode[5]) );
		assign ands[12] = ((state[0]) & (~state[1]) & (~state[2]) & (~state[3]) & (~opcode[0]) & (~opcode[1]) & (~opcode[2]) & (~opcode[3]) & (~opcode[4]) & (~opcode[5]) );
		assign ands[13] = ((~state[0]) & (state[1]) & (~state[2]) & (~state[3]) & (opcode[0]) & (opcode[1]) & (~opcode[2]) & (opcode[3]) & (~opcode[4]) & (opcode[5]) );
		assign ands[14] = ((state[0]) & (~state[1]) & (~state[2]) & (~state[3]) & (opcode[0]) & (opcode[1]) & (~opcode[2]) & (~opcode[3]) & (~opcode[4]) & (opcode[5]) );
		assign ands[15] = ((state[0]) & (~state[1]) & (~state[2]) & (~state[3]) & (opcode[0]) & (opcode[1]) & (~opcode[2]) & (opcode[3]) & (~opcode[4]) & (opcode[5]) );
		assign ands[16] = ((~state[0]) & (state[1]) & (~state[2]) & (~state[3]) & (opcode[0]) & (opcode[1]) & (~opcode[2]) & (~opcode[3]) & (~opcode[4]) & (opcode[5]) );
		assign PCWrite = ands[0] | ands[9];
		assign PCWriteCond = ands[8];
		assign IorD = ands[3] | ands[5];
		assign MemRead = ands[0] | ands[3];
		assign MemWrite = ands[5];
		assign IRWrite = ands[0];
		assign MemToReg = ands[4];
		assign PCSource1 = ands[9] ;
		assign PCSource0 = ands[8];
		assign ALUOp1 = ands[6];
		assign ALUOp0 = ands[8];
		assign ALUSrcB1 = ands[1] | ands[2];
		assign ALUSrcB0 = ands[0] | ands[1]; 
		assign ALUSrcA = ands[2] | ands[6] | ands[8] ;
		assign RegWrite = ands[4] | ands[7] ;
		assign RegDst = ands[7] ;
		assign NS[3] = ands[10] | ands[11] ;
		assign NS[2] = ands[12] | ands[13] | ands[3] | ands[6] ;
		assign NS[1] = ands[12] | ands[14] | ands[15] | ands[16] | ands[6] ;
		assign NS[0] = ands[16] | ands[13] | ands[10] | ands[6] | ands[0] ;
	endmodule
==> results_slide.txt <==
Synthesis and Place & Route Summary

Detailed routing
  • Final WL: 1.46 mm
  • Via count: 447
  • Drt drc: 0
  • Top routing layer in use: met3
  • Met2 wire length: 784 um
  • Detail Route Antenna Nets: 0
  • Wl on met1: 512 um
  • Met3 WL post-DR: 158 um
  • Initial DRT Pass Iterations: 4
  • Antenna cells: 0
  • DR vias/cell: 3.55
  • Wirelength per Cell: 11.5 um
  • Initial DRC Count: 21

Yosys
  • # Cells Yosys: 46
  • XORs/XNORs by Area: 7.98%
  • Seq/Total Area, Yosys: 0%
  • Mapped Cells: 46
  • Post-synth mux share: 3.42%
  • Avg Cell Area, Syn: 7.15 um^2
  • Yosys warnings: 0
  • Synthesis area per yosys: 329 um^2
  • Post-synth cell types: 27
  • Top non-seq family: simple AND/OR/NAND/NOR gates
  • AND/OR/NAND/NOR Cells, Area Fraction: 60.5%
  • Adder share: 0%
  • Complex Gates by Area: 17.9%
  • Cell Area, Synth: 329 um^2

Final timing
  • Final Critical Period: 2.73 ns
  • Pins Over Slew Limit: 0
  • Max_slew headroom: 75.5%
  • Setup TNS: 0 ns
  • RSZ-0062 raised after global routing: true
  • Count of final setup violators: 0
  • Final hold vios: 0
  • Period utilization: 97.4%
  • Fmax: 367 MHz
  • Worst-Margin Slew: 0.362 ns

Setup path
  • Crit. End Element: output pin
  • Critical Path Start Type: input pin
  • Worst endpoint required time: 2.24 ns
  • CP max-delay cell: clkdlybuf4s50_1
  • Worst-path cell chain: clkdlybuf4s50_1 -> buf_4 -> and2b_1 -> a41oi_2 -> o221ai_2 -> clkdlybuf4s50_1
  • Slowest stage delay, CP: 0.50 ns
  • Crit path launch: state[1]
  • CP arrival: 2.17 ns
  • Crit path kind: in2out
  • Crit Path Max Fanout: 4
  • Critical Path End: NS[2]
  • Most frequent CP cell: clkdlybuf4s50_1

Cells and area
  • Layout cell share with drive strength beyond 1: 22.5%
  • Area growth syn-to-layout: 119%
  • Seq cells: 0
  • Fill count: 381
  • Layout clock buffer count: 0
  • Sequential cell area: 0 um^2
  • Util after Layout: 21.1%

Placement
  • I/O Buffers: 30
  • Gp weighted congestion: 0.763
  • HPWL Detailed: 1.32 mm

Floorplanning
  • Core area: 3420 um^2
  • Width of the die: 80 um
  • Die ar.: 6400 um^2
  • Rows: 21
  • Die Y: 80 um
  • Initial Utilization: 9.63%
  • I/O Pins: 30

CTS
  • Setup Buffers After CTS: 0

GRT
  • First-pass GRT wire length: 2.35 mm
  • Pin count of the biggest net entering global routing: 9
  • Vias in the first global route: 457
  • Total gr overflow: 0
  • Tot GR Track Use: 4.48%
  • Antenna violations before repair: 0

Power
  • Maximum vdd ir drop: 0.0260 mV
  • Power per cell area: 109 nW/um^2
  • P_leak: 0.259 nW

Flow run
  • Tool Warnings: 33
  • Total of max-cap violations: 0

Run status
  • Status: finished clean

Worst hold path
  • Min-Delay Path Class: in2out
## worst max-delay path, delay by kind of cell
family                 cells  cell delay, ns
buffers and inverters      3            1.06
AND-OR/OR-AND              2            0.33
AND/OR/NAND/NOR            1            0.22
## cell usage in the layout (no fill, tap or decap), types with 3 or more instances in the layout
cell type        synthesis  final
buf_4                    4      8
clkdlybuf4s50_1          0     27
nor2_1                   8      8
nand2b_1                 3      3
nor3_2                   2      3
## area by class of cell
class	count	area [um^2]	area share, %
timing repair buffer	38	360	49.9
multi-input combinational	41	300	41.6
inverter	1	3.75	0.520
tap	46	57.6	7.97
## cells in the mapped netlist (all sizes together)
library cell,number,area share (%)
o221ai,1,4.6
and4,1,2.7
nand2b,3,5.7
a21oi,1,1.5
xnor2,2,5.3
nor4bb,1,4.9
mux2,1,3.4
or2,3,6.5
nand2,2,2.3
nor2b,2,3.8
and2,1,1.9
a41oi,1,4.9
xor2,1,2.7
buf,4,9.1
nor3b,1,2.3
and2b,1,2.3
nand4,1,1.9
a32oi,1,2.7
inv,1,1.1
o21ai,2,4.2
nor2,8,9.1
nor3,5,14
nand3,2,3.0
## layer usage
layer / global-route usage (%) / vias up
li1: - / 232
met1: 4.95 / 204
met2: 8.19 / 11
met3: 1.93 / 0
met4: 0 / 0
met5: 0 / -
## where the power goes
| group | switching, mW | internal [mW] |
|---|---|---|
| Combinational | 0.0306 | 0.0482 |
| Sequential | 0 | 0 |
| Clock | 0 | 0 |
| Total | 0.0306 | 0.0482 |
## kinds of logic (layout without fill, tap and decap cells)
kind of cell    Yosys count  in the layout
compound gates            6              6
xor+xnor                  3              3
simple gates             31             31
mux                       1              1
buf+inv                   5             39
## what timing repair did
action | in CTS | in global routing
gates resized | 2 | 2
endpoints found under the setup margin | 5 | 4
hold buffers | 0 | 0
## stage by stage
step                power (mW)  hold slack [ns]  setup slack, ns  std cells  instance area [um^2]
floorplan               0.0297             1.13             1.07         46                   329
global placement        0.0798             2.16          -0.0339        126                   717
detailed placement      0.0809             2.17          -0.0580        126                   717
CTS                     0.0803             2.06           0.0507        126                   714
global route            0.0875             1.89         -0.00823        126                   722
finish                  0.0787             1.81           0.0715        126                   722
## worst min-delay path by stage
stage         cells past startpoint  endpoint  startpoint  slack [ns]
CTS                               3      IorD    state[3]        2.06
global route                      3     NS[0]    state[0]        1.89
finish                            3     NS[0]    state[0]        1.81
Power and IR drop assume default switching activity.
