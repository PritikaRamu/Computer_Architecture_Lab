===== ./design.v =====
	module im(inst, pc, clk);
		input [31:0] pc;
		input clk;
		output [31:0] inst;
		reg [31:0] mem[0:31];		 
		reg [31:0] inst;
		integer addr;
		initial begin
			mem[0] = 32'h00000000;
			mem[1] = 32'h00000000;
			mem[2] = 32'h00000000;
			mem[3] = 32'b10001100000100010000000000001000;
			mem[4] = 32'b10001100000100100000000000000100;
			mem[5] = 32'b00000010001100100100000000100000;
		end
		always @(posedge clk) begin
			addr = pc[31:0];
			inst = mem[addr/4];
		end	
	endmodule

===== ./run.sh =====
#!/bin/bash
# OpenROAD 26Q1-2900-gdf79404cd8, Yosys 0.63+post, stock flow scripts
make -C /OpenROAD-flow-scripts/flow DESIGN_CONFIG=/design/flow/config.mk WORK_HOME=/design/flow/orfs finish

===== ./config.mk =====
export PLATFORM = sky130hd
export DESIGN_NAME = im
export DESIGN_NICKNAME = im
export VERILOG_FILES = /design/flow/design.v
export SDC_FILE = /design/flow/constraint.sdc
export NUM_CORES = 4
export LEC_CHECK = 1
export CORE_AREA = 10 10 70 70
export DIE_AREA = 0 0 80 80

===== ./constraint.sdc =====
current_design im

set clk_period 1.9
set clk_io_pct 0.2

create_clock -name clk0 -period $clk_period [get_ports {clk}]

set non_clock_inputs [all_inputs -no_clocks]
set_input_delay [expr $clk_period * $clk_io_pct] -clock clk0 $non_clock_inputs
set_output_delay [expr $clk_period * $clk_io_pct] -clock clk0 [all_outputs]

==> results.env <==
STATUS='finished, final reports clean'
SYN-INSTANCE-COUNT=44
YOSYS.AREA_SHARE.ADDER_PCT=6.21
DETAILROUTE.VIA_COUNT=252
SETUP_TOTAL_NEGATIVE_SLACK_NS=0
LAYOUT_MIN_CYCLE_TIME_NS=1.66
CTS_TREE='done'
HOLD_BUFFER_COUNT_AT_CTS=0
CTS_SINKS=6
FIN_CRIT_SH_PCT=87.3
DR.FIRST_ITER.DRC_COUNT=0
STARTPOINT_TYPE='input port'
DIE_AREA_MM2=0.00640
DRT.ANTENNA.VIOLATING_NETS=0
CTS_REPAIR_RESIZE_COUNT=0
PLACE.DETAILED.HPWL_UM=785
NUMSYNTHFLOPS=6
TOP_LOGIC_CELL_FAMILY_IN_THE_SYNTHESIZED_NETLIST='buffers and inverters'
GR-MAX-USAGE-LAYER='met2'
GLOBAL_ROUTE_MET2_UTILIZATION_PCT=2.97
MIN_PATH_TYPE='input port to flip-flop'
WORST_EP_ARRIVAL_TIME_NS=1.79
SYNTH_SEQ_SHARE_PCT=29.8
GRT_UTIL_MET3_PCT=1.36
SETUP.WORST_PATH.CLASS='input port to flip-flop'
LAYOUT.CORE_UTILIZATION_PCT=16.0
INSERTEDDIODECOUNT=0
UNREPAIRED_SETUP_ENDPOINTS_AFTER_GLOBAL_ROUTING='no'
NUMBER_OF_WARNINGS_ISSUED_BY_YOSYS=1
DIE_H_UM=80
GLOBAL_ROUTE.USAGE.TOTAL_PCT=1.97
ROUTE.DETAILED.WL_PER_INST_UM=7.91
ROWS=21
DRV_CAP=0
CORE_MM2=0.00342
NETLIST_AREA_UM2=403
NUMBER_OF_FLIP_FLOPS_IN_THE_LARGEST_REGISTER=6
POST_SYNTH_AO_OA_AREA_FRACTION_PCT=1.86
CLOCK_PATH_BUFFERS=2
HOLD_VIOL_FINAL=0
VDD.IR_DROP.WORST_mV=0.107
STARTPOINT='pc[1]'
PLACE.PORT_BUFFERS=18
WARNING_COUNT=51
GR-USAGE-MET1_PCT=1.88
CTSROOTBUFFERMASTER='sky130_fd_sc_hd__clkbuf_4'
FIRST_PASS_ITERS=1
YOSYS_AREA_UM2=403
CP-ENDPOINT='inst[25]$_SDFF_PN0_'
DRCVIOLATIONCOUNT=0
WORSTPATHMAXFANOUT=3
FIRST_GLOBAL_VIAS=272
SYNTH.CELLMIX.SIMPLESHARE_PCT=5.28
SYNTHDISTINCTLIBCELLS=11
YS_CELLS=44
POWER_DENSITY_mW_PER_MM2=631
CTS_MADE_BUFFERS=3
ACHIEVABLE-FREQUENCY_MHz=603
FINALMAXSLEWVIOLATIONS=0
WL_UM=831
GRT_REMAINING_OVERFLOW=0
FILLERS=392
ANTENNA_FOUND_INITIAL=0
GRT_PASS1_WL_UM=1060
YOSYS-MUX-AREA-FRACTION_PCT=2.48
END_KIND='flip-flop'
CTS.CLK_SLEW.WORST_PATHS_NS=0.04
DRIVE_GT1_SHARE_PCT=10.2
TOTAL_LEAKAGE_POWER_nW=0.250
NUMBER_OF_CELLS_TRAVERSED_BY_THE_WORST_HOLD_PATH=3
GRT_START_MAX_NET_PINS=5
SYNTHESIS.AREA_PER_INSTANCE_UM2=9.16
TOP_LEVEL_PORTS=65
SETUP_VIOLS_FINAL=0
NUMBER_OF_SETUP_BUFFERS_ADDED_AFTER_CTS=0
LAYOUT_OVERHEAD_ON_THE_SYNTHESIZED_AREA_PCT=35.7
CTSHTREEMAXLEVEL=1
FLOORPLAN.INITIALDENSITY_PCT=11.8
POST_SYNTH_XOR_AREA_FRACTION_PCT=4.04
VIAS_PER_INSTANCE=2.40
GP_CONGESTION=0.685
CRIT_REQUIRED_NS=2.03
FLOORPLAN.DIE.WIDTH_UM=80
## per-layer routing
| metal | routed length [µm] | up-vias |
|---|---|---|
| met1 | 291 | 100 |
| met5 | 0 | - |
| li1 | - | 119 |
| met4 | 29 | 0 |
| met2 | 333 | 29 |
| met3 | 176 | 4 |
## cells in the mapped netlist, drive strengths merged
library cell,instances,area (µm²)
and2,1,6.26
nand2,2,7.51
ha,2,25.0
dfxtp,6,120
inv,1,3.75
xnor2,1,16.3
conb,1,3.75
mux2i,1,10.0
o21a,1,7.51
nor2,2,7.51
buf,26,195
## power by group
| group | switching, W | internal, W | total, W | leakage (nW) |
|---|---|---|---|---|
| clock network | 0.0000388 | 0.0000709 | 0.000110 | 0.0138 |
| logic | 0.0000205 | 0.0000679 | 0.0000884 | 0.186 |
| registers | 0.00000624 | 0.000141 | 0.000147 | 0.0502 |
| total | 0.0000655 | 0.000280 | 0.000345 | 0.250 |
## logic make-up after synthesis
logic type	Yosys count
adders and majority gates	2
muxes	1
buffers and inverters	27
and+or+nand+nor	5
xor gates and xnor gates	1
AOI/OAI and AO/OA	1
DFF	6
other	1
## layout make-up
| cell class | instances | area, µm² | share of cell area (%) |
|---|---|---|---|
| Clock buffer | 3 | 22.5 | 4.12 |
| Inverter | 1 | 3.75 | 0.686 |
| Multi-Input combinational cell | 30 | 155 | 28.4 |
| Sequential cell | 6 | 120 | 22.0 |
| Tap cell | 46 | 57.6 | 10.5 |
| Timing Repair Buffer | 19 | 188 | 34.3 |
## how the worst min path moves through the flow
stage	from	end
4_1_cts	pc[4]	inst[17]$_DFF_P_
5_1_grt	pc[4]	inst[17]$_DFF_P_
6_report	pc[4]	inst[17]$_DFF_P_
## placed cells by master, fill, tap and decap left out, drive strengths merged, types with 2 or more instances in the layout
cell / instances
clkdlybuf4s50: 18
conb: 20
nand2: 2
dfxtp: 6
ha: 2
clkbuf: 3
nor2: 2
## metrics by stage
step / instance area (µm²) / setup WS [ns] / instances / hold slack, ns / total power, W
6_report: 547 / 0.242 / 105 / 0.828 / 0.000345
5_1_grt: 547 / 0.140 / 105 / 0.850 / 0.000369
4_1_cts: 547 / 0.236 / 105 / 0.823 / 0.000356
3_5_place_dp: 524 / -0.0286 / 102 / 1.06 / 0.000242
3_3_place_gp: 524 / -0.00103 / 102 / 1.06 / 0.000242
2_1_floorplan: 474 / 0.431 / 63 / 0.539 / 0.000210
## critical path, cell delays in order
cell	delay, ns
sky130_fd_sc_hd__clkdlybuf4s50_1	0.40
sky130_fd_sc_hd__o21a_1	0.19
sky130_fd_sc_hd__ha_1	0.18
sky130_fd_sc_hd__ha_1	0.21
sky130_fd_sc_hd__xnor2_2	0.23
sky130_fd_sc_hd__inv_2	0.06
sky130_fd_sc_hd__and2_1	0.15
Power is estimated from default activity; no workload was simulated.
